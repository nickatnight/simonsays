===== design/flow/design.v =====
module ioTest (input  M_CLOCK,	   
		   input  [3:0] IO_PB,	   
		   input  [7:0] IO_DSW,	   
	    	output reg [3:0] F_LED,	   
	   	output reg [7:0] IO_LED,	   
		   output reg [3:0] IO_SSEGD,  
		   output reg [7:0] IO_SSEG,   
		   output IO_SSEG_COL);	   
	parameter s0 = 3'b000, s1 = 3'b001, s2 = 3'b010, s3 = 3'b011, s4 = 3'b100, s5 = 3'b101;	
	reg [7:0] next_level_state, sevSeg3 = 0, sevSeg4 = 1;	
	reg [2:0] state = 0, refreshState = 0;
	reg [3:0] scrollCountGreet = 0, scrollCountLose = 0;
	reg [7:0] sCount = 0, level_state, firstBlock = 0, secondBlock = 0, thirdBlock = 0, fourthBlock = 0, dig1 = 0, dig2 = 0;
	reg [31:0] sCounter = 0, bCounter = 1, counter = 0, timerCounter = 8000000, delay_time = 0, gCounter = 1;
	integer i[0:15];
	reg [7:0] x_out = 8'b11101001;
	wire linear_feedback;
	assign IO_SSEG_COL = 1;		 
	assign linear_feedback = !(!(x_out[7] ^ x_out[5]) ^ x_out[1]);
	always @(posedge M_CLOCK) begin
		bCounter = bCounter + 1;
		sCounter = sCounter + 1;
		gCounter = gCounter + 1;
		if(sCounter >= 32000 && state != s0 && state != s3 && state != s5) begin
			sCounter = 1;		
			case(refreshState)
				s0: begin IO_SSEGD = 4'b1110; IO_SSEG = 8'b01000111; refreshState = s1; end		 
				s1: begin IO_SSEGD = 4'b1101; IO_SSEG = 8'b10111111; refreshState = s2; end		 
				s2: begin IO_SSEGD = 4'b1011; IO_SSEG = dig1; refreshState = s3; end					 
				s3: begin IO_SSEGD = 4'b0111; IO_SSEG = dig2; refreshState = s0; end					 
			endcase
		end
		case(state)
			s0: begin
					IO_LED = 8'b00000000;
					if(sCounter >= 32000) begin
						sCounter = 1;
						if(gCounter >= 5000000) begin
							gCounter = 1;
							scrollCountGreet = scrollCountGreet + 1;
							if(scrollCountGreet >= 14) scrollCountGreet = 0;
						end
						case(refreshState)
							s0: begin IO_SSEGD = 4'b1110; IO_SSEG = fourthBlock; refreshState = s1; end					 
							s1: begin IO_SSEGD = 4'b1101; IO_SSEG = thirdBlock; refreshState = s2; end						 
							s2: begin IO_SSEGD = 4'b1011; IO_SSEG = secondBlock; refreshState = s3; end					 
							s3: begin IO_SSEGD = 4'b0111; IO_SSEG = firstBlock; refreshState = s0; end						 
						endcase					
					end		
					if(~IO_DSW[7]) begin state = s1; level_state = 1; scrollCountGreet = 0; end
			end  
			s1: begin 
					counter = counter + 32'b1;
					if(counter >= timerCounter && sCount <= level_state) begin
						x_out = {x_out[6], x_out[5], x_out[4], x_out[3], x_out[2], x_out[1], x_out[0], linear_feedback};
						if(level_state == 1) i[sCount] = {x_out[7],x_out[6]};
						else if(sCount == level_state) i[sCount] = {x_out[7],x_out[6]};
						case(i[sCount])
							0: begin IO_LED = 8'b10000000; end
							1: begin IO_LED = 8'b01000000; end 
							2: begin IO_LED = 8'b00100000; end
							3: begin IO_LED = 8'b00010000; end
							default: IO_LED = 8'b00000000;			
						endcase
						sCount = sCount + 1'b1;
						counter = 32'b1;
					end
					if(counter >= (timerCounter / 2)) begin
						IO_LED = 8'b00000000;
						if(sCount >= (1 + level_state)) begin
							counter = 32'b1;
							sCount = 0;
							state = s2;
						end
					end
			end  
			s2: begin
					case({~IO_PB[0], ~IO_PB[1], ~IO_PB[2], ~IO_PB[3]})
						1: begin 
							IO_LED = 8'b00010000;
							state = s4;
							if(i[sCount] == 3) begin sCount = sCount + 1'b1; end
							else state = s3;
						end
						2: begin
							IO_LED = 8'b00100000;
							state = s4;
							if(i[sCount] == 2) begin sCount = sCount + 1'b1; end
							else state = s3;
						end
						4: begin
							IO_LED = 8'b01000000;
							state = s4;
							if(i[sCount] == 1) begin sCount = sCount + 1'b1; end
							else state = s3;
						end
						8: begin
							IO_LED = 8'b10000000;
							state = s4;
							if(i[sCount] == 0) begin sCount = sCount + 1'b1; end
							else state = s3;									
						end
						default: begin IO_LED = 8'b00000000; end
					endcase
					if(sCount >= (1 + level_state)) begin
						counter = 32'b1;
						timerCounter = timerCounter - 700000;
						state = s4;
					end				
			end  
			s3: begin
					F_LED = 4'b1111;
					counter = counter + 1'b1;
					if(bCounter <= 1000000) IO_SSEGD = 4'b1111;
					else if(bCounter >= 1000001 && bCounter <= 2000000) begin
						if(sCounter >= 32000) begin
							sCounter = 1;
							case(refreshState)
								s0: begin IO_SSEGD = 4'b1110; IO_SSEG = 8'b01000111; refreshState = s1; end		 
								s1: begin IO_SSEGD = 4'b1101; IO_SSEG = 8'b10111111; refreshState = s2; end		 
								s2: begin IO_SSEGD = 4'b1011; IO_SSEG = dig1; refreshState = s3; end					 
								s3: begin IO_SSEGD = 4'b0111; IO_SSEG = dig2; refreshState = s0; end					 
							endcase
						end
					end
					else if(bCounter >= 2000001) bCounter = 1;
					if(counter >= 16000000) state = s5;
			end  
			s4: begin
					delay_time = delay_time + 1;
					if(delay_time >= 2000000) IO_LED = 8'b00000000;
					if(delay_time >= 4000000) begin
						if(sCount >= (1 + level_state)) begin level_state = level_state + 1; sCount = 0; state = s1; end
						else state = s2;
						delay_time = 0;
					end			
			end  
			s5: begin
					if(sCounter >= 32000) begin
						sCounter = 1;
						if(gCounter >= 5000000) begin
							gCounter = 1;
							scrollCountLose = scrollCountLose + 1;
							if(scrollCountLose >= 13) begin
								scrollCountLose = 0;
								timerCounter = 8000000;
								counter = 32'b1;
								F_LED = 4'b0000;
								state = s0;
								level_state = 1;
								sCount = 0;
							end
						end
						case(refreshState)
							s0: begin IO_SSEGD = 4'b1110; IO_SSEG = fourthBlock; refreshState = s1; end					 
							s1: begin IO_SSEGD = 4'b1101; IO_SSEG = thirdBlock; refreshState = s2; end						 
							s2: begin IO_SSEGD = 4'b1011; IO_SSEG = secondBlock; refreshState = s3; end					 
							s3: begin IO_SSEGD = 4'b0111; IO_SSEG = firstBlock; refreshState = s0; end						 
						endcase
					end					
			end  
		endcase  
	end  
	always @(level_state) begin
		sevSeg3 = level_state / 10;
		sevSeg4 = level_state % 10;
		case(sevSeg3)
			0: dig1 = 8'b11000000;
			1: dig1 = 8'b11111001;
			2: dig1 = 8'b10100100;
			3: dig1 = 8'b10110000;
			4: dig1 = 8'b10011001;
			5: dig1 = 8'b10010010;
			6: dig1 = 8'b10000010;
			7: dig1 = 8'b11111000;
			8: dig1 = 8'b10000000;
			9: dig1 = 8'b10011000;
			default: dig1 = 8'b11000000;
		endcase
		case(sevSeg4)
			0: dig2 = 8'b11000000;
			1: dig2 = 8'b11111001;
			2: dig2 = 8'b10100100;
			3: dig2 = 8'b10110000;
			4: dig2 = 8'b10011001;
			5: dig2 = 8'b10010010;
			6: dig2 = 8'b10000010;
			7: dig2 = 8'b11111000;
			8: dig2 = 8'b10000000;
			9: dig2 = 8'b10011000;
			default: dig2 = 8'b11000000;
		endcase
	end  
	always @(scrollCountGreet or scrollCountLose) begin
		case(state)
			s0: begin
				case(scrollCountGreet)
					0: begin
						fourthBlock = 8'b11111111;			 
						thirdBlock = 8'b11111111;			 
						secondBlock = 8'b11111111;			 
						firstBlock = 8'b11111111;			 
					end
					1: begin
						fourthBlock = 8'b11111111;			 
						thirdBlock = 8'b11111111;			 
						secondBlock = 8'b11111111;			 
						firstBlock = 8'b10010000;			 
					end
					2: begin
						fourthBlock = 8'b11111111;			 
						thirdBlock = 8'b11111111;			 
						secondBlock = 8'b10010000;			 
						firstBlock = 8'b10101111;			 
					end
					3: begin
						fourthBlock = 8'b11111111;			 
						thirdBlock = 8'b10010000;			 
						secondBlock = 8'b10101111;			 
						firstBlock = 8'b10000110;			 
					end					
					4: begin
						fourthBlock = 8'b10010000;			 
						thirdBlock = 8'b10101111;			 
						secondBlock = 8'b10000110;			 
						firstBlock = 8'b10000110;			 
					end
					5: begin
						fourthBlock = 8'b10101111;			 
						thirdBlock = 8'b10000110;			 
						secondBlock = 8'b10000110;			 
						firstBlock = 8'b10000111;			 
					end
					6: begin
						fourthBlock = 8'b10000110;			 
						thirdBlock = 8'b10000110;			 
						secondBlock = 8'b10000111;			 
						firstBlock = 8'b11101111;			 
					end
					7: begin
						fourthBlock = 8'b10000110;			 
						thirdBlock = 8'b10000111;			 
						secondBlock = 8'b11101111;			 
						firstBlock = 8'b10101011;			 
					end
					8: begin
						fourthBlock = 8'b10000111;			 
						thirdBlock = 8'b11101111;			 
						secondBlock = 8'b10101011;			 
						firstBlock = 8'b10010000;			 
					end
					9: begin
						fourthBlock = 8'b11101111;			 
						thirdBlock = 8'b10101011;			 
						secondBlock = 8'b10010000;			 
						firstBlock = 8'b10010010;			 
					end
					10: begin
						fourthBlock = 8'b10101011;			 
						thirdBlock = 8'b10010000;			 
						secondBlock = 8'b10010010;			 
						firstBlock = 8'b11111111;			 
					end
					11: begin
						fourthBlock = 8'b10010000;			 
						thirdBlock = 8'b10010010;			 
						secondBlock = 8'b11111111;			 
						firstBlock = 8'b11111111;			 
					end
					12: begin
						fourthBlock = 8'b10010010;			 
						thirdBlock = 8'b11111111;			 
						secondBlock = 8'b11111111;			 
						firstBlock = 8'b11111111;			 
					end
					13: begin
						fourthBlock = 8'b11111111;			 
						thirdBlock = 8'b11111111;			 
						secondBlock = 8'b11111111;			 
						firstBlock = 8'b11111111;			 
					end
					default: begin
						fourthBlock = 8'b11111111;			 
						thirdBlock = 8'b11111111;			 
						secondBlock = 8'b11111111;			 
						firstBlock = 8'b11111111;			 
					end
				endcase  
			end  
			s5: begin
				case(scrollCountLose)
					0: begin
						fourthBlock = 8'b11111111;			 
						thirdBlock = 8'b11111111;			 
						secondBlock = 8'b11111111;			 
						firstBlock = 8'b11111111;			 
					end
					1: begin
						fourthBlock = 8'b11111111;			 
						thirdBlock = 8'b11111111;			 
						secondBlock = 8'b11111111;			 
						firstBlock = 8'b10010001;			 
					end
					2: begin
						fourthBlock = 8'b11111111;			 
						thirdBlock = 8'b11111111;			 
						secondBlock = 8'b10010001;			 
						firstBlock = 8'b11000000;			 
					end
					3: begin
						fourthBlock = 8'b11111111;			 
						thirdBlock = 8'b10010001;			 
						secondBlock = 8'b11000000;			 
						firstBlock = 8'b11000001;			 
					end
					4: begin
						fourthBlock = 8'b10010001;			 
						thirdBlock = 8'b11000000;			 
						secondBlock = 8'b11000001;			 
						firstBlock = 8'b11111111;			 
					end
					5: begin
						fourthBlock = 8'b11000000;			 
						thirdBlock = 8'b11000001;			 
						secondBlock = 8'b11111111;			 
						firstBlock = 8'b11000111;			 
					end
					6: begin
						fourthBlock = 8'b11000001;			 
						thirdBlock = 8'b11111111;			 
						secondBlock = 8'b11000111;			 
						firstBlock = 8'b11000000;			 
					end
					7: begin
						fourthBlock = 8'b11111111;			 
						thirdBlock = 8'b11000111;			 
						secondBlock = 8'b11000000;			 
						firstBlock = 8'b10010010;			 
					end
					8: begin
						fourthBlock = 8'b11000111;			 
						thirdBlock = 8'b11000000;			 
						secondBlock = 8'b10010010;			 
						firstBlock = 8'b10000110;			 
					end
					9: begin
						fourthBlock = 8'b11000000;			 
						thirdBlock = 8'b10010010;			 
						secondBlock = 8'b10000110;			 
						firstBlock = 8'b11111111;			 
					end
					10: begin
						fourthBlock = 8'b10010010;			 
						thirdBlock = 8'b10000110;			 
						secondBlock = 8'b11111111;			 
						firstBlock = 8'b11111111;			 
					end
					11: begin
						fourthBlock = 8'b10000110;			 
						thirdBlock = 8'b11111111;			 
						secondBlock = 8'b11111111;			 
						firstBlock = 8'b11111111;			 
					end
					12: begin
						fourthBlock = 8'b11111111;			 
						thirdBlock = 8'b11111111;			 
						secondBlock = 8'b11111111;			 
						firstBlock = 8'b11111111;			 
					end
					default: begin
						fourthBlock = 8'b11111111;			 
						thirdBlock = 8'b11111111;			 
						secondBlock = 8'b11111111;			 
						firstBlock = 8'b11111111;			 
					end				
				endcase	 
			end  
		endcase  
	end  
endmodule

===== design/flow/run.sh =====
#!/bin/bash
# OpenROAD 26Q1-2900-gdf79404cd8, Yosys 0.63+post, stock flow scripts
make -C /OpenROAD-flow-scripts/flow DESIGN_CONFIG=/design/flow/config.mk WORK_HOME=/design/flow/orfs finish

===== design/flow/constraint.sdc =====
current_design ioTest

set clk_period 49.4
set clk_io_pct 0.2

create_clock -name clk0 -period $clk_period [get_ports {M_CLOCK}]

set non_clock_inputs [all_inputs -no_clocks]
set_input_delay [expr $clk_period * $clk_io_pct] -clock clk0 $non_clock_inputs
set_output_delay [expr $clk_period * $clk_io_pct] -clock clk0 [all_outputs]

===== design/flow/config.mk =====
export PLATFORM = sky130hd
export DESIGN_NAME = ioTest
export DESIGN_NICKNAME = ioTest
export VERILOG_FILES = /design/flow/design.v
export SDC_FILE = /design/flow/constraint.sdc
export NUM_CORES = 4
export LEC_CHECK = 1
export CORE_UTILIZATION = 40

==> flow_summary.toml <==
# yosys + openroad results
[routing]
routed-wl-met3_um = 17780
via_per_inst = 5.764
routed.top_layer = "met5"
drt-pass1-iter-count = 6
via_count = 34067
wl_met1_um = 58470
wl_met2_um = 54130
wl_per_cell_um = 22.75
final_antenna_net_count = 0
drc = 0
first_iter_violations = 3162
routed_wl_um = 134500
diodes = 0

[timing]
slew_violations = 0
finalSetupViolCount = 0
fin_crit_ns = 14.02
fin_crit_sh_pct = 28.38
hold_viol = 0
fin_hold_ws_ns = 0.4185
fmax_ghz = 0.07132
rsz0062_at_grt = "no"
unclocked_regs = 25
untimed_endpoints = 24
worstMarginPinSlew_ns = 1.070
relSlewSlack_pct = 27.72
totalNegativeSetupSlack_ns = 0
skew_ns = 0.05308

[clock_tree]
cts_resized = 0
htreeDepth = 3
cts.reportedPaths.clkPinSlew_ns = 0.06
cts_root_buf = "clkbuf_16"
cts_setup_buffers = 0
postCtsHoldBufs = 0
insertion_delay_ns = 0.69
cts_tree = "done"
cts_buffers = 88
clock_path_buffers = 3

[synth]
ys_cells = 4432
ys.flops = 779
synthFlopType = "edfxtp_1"
yosys_area_mm2 = 0.04386
ys_warn_count = 2
syn_area_mm2 = 0.04386
syn_inst = 4432
async_flop_share_pct = 0
edf_count = 643
synth.top_cell.area_share_pct = 44.02
topCellsByArea = "edfxtp_1 (44%), and2_1 (5.6%), dfxtp_1 (5.1%), o21ai_0 (4.4%), ha_1 (4.0%)"
synth.distinct_cells = 112
yosysTopAreaCell = "edfxtp_1"
synth.avg_cell_area_um2 = 9.896

[setup_path]
cp_top_family = "AND-OR/OR-AND gates"
critPathArrivalTime_ns = 14.37
startpoint_type = "input pin"
path_common_cell = "a21oi_1"
crit_path_top_delay_cell = "clkdlybuf4s50_1"
critPathKind = "input pin to flop"
cp_max_fo = 32
rr_startpoint = "sCount[1]$_DFFE_PP_"
path_cells = "clkdlybuf4s50_1 > inv_1 > nor2_1 > mux2i_1 > nor2_1 > a21oi_1 > o21ai_0 > nand2_1 > o21ai_0 > ha_1 > a21o_1 > a21o_1 > a21o_1 > a21oi_1 > nor2b_1 > o21ai_0 > nand2b_1 > a21oi_1 > nor2_1 > a21oi_1 > o21ai_2 > buf_4"
cp_slowest_stage_delay_ns = 0.61
crit_buf_inv = 3
reg2reg_setup_slack_ns = 41.02
crit_path_end_kind = "flop"
worstReg2RegEnd = "state[2]$_SDFFCE_PN0P_"
r2r_cells = 28
required_ns = 49.75

[floorplanning]
rows = 121
io_pins = 38
chip_area_mm2 = 0.1110
core_region_area_mm2 = 0.1089
initial_core_util_pct = 40.29
die_h_um = 333.1
die_w_um = 333.1

[worst_hold_path]
min_path_cells = 0
hp-class = "flop to flop"
min_from = "x_out[3]$_DFFE_PP_"
min_to = "x_out[4]$_DFFE_PP_"

[finish]
fin_util_pct = 44.75
fillers = 9998
drive_gt1_share_pct = 7.451
layout_top_cells = "edfxtp_1 (643), nor2_1 (461), and2_1 (395)"
area_growth_pct = 11.05
final_common_cell = "edfxtp_1"

[global_route]
grt_remaining_overflow = 0
grt_max_degree = 130
grt_util_all_layers_pct = 25.55
first_global_vias = 32535
antenna_found_initial = 2
grt_pass1_wl_um = 205600

[run]
warnings = 82
maxCapViolCount = 0

[outcome]
run_status = "finished, final reports clean"

[placement]
portBuffers = 25
place.gp.congestion = 1.016
dpl.hpwl_um = 93350

[power_and_ir_drop]
irDropWorstVdd_mv = 0.03758
leakage_uw = 0.01688
power_density_mw_per_mm2 = 57.94
[through the flow]
step	instances	instance area [um^2]	setup slack, ns	total power, uW
2_1_floorplan	4446	43910	8.816	1846
6_report	5910	48710	35.38	2822
3_5_place_dp	5751	45860	34.74	2147
3_3_place_gp	5751	45860	34.74	2144
4_1_cts	5910	48710	35.45	2810
5_1_grt	5910	48710	35.15	2984
[area by class of cell]
class	instances	area [um^2]	area share, %
multi-input combinational	3316	20700	42.51
inverter	119	446.7	0.9171
clock buffer	107	2293	4.709
clock inverter	52	550.5	1.130
sequential	779	21910	44.98
tap	1414	1769	3.632
timing repair buffer	123	1036	2.127
[logic make-up after synthesis]
group                      Yosys count  share of synthesized area [%]
AOI/OAI and AO/OA                 1029                          15.25
xor gates and xnor gates           196                          3.914
adders and majority gates          141                          4.020
buffers and inverters              351                          3.158
DFF                                754                          49.09
latches                             25                         0.8558
muxes                               57                          1.426
other                                2                        0.01712
and+or+nand+nor                   1877                          22.27
[how the worst max path moves through the flow]
stage                 startpoint                     end  depth (start not counted)  slack [ns]
final                   IO_PB[1]    counter[8]$_DFFE_PP_                         22       35.38
after global routing    IO_PB[1]  state[0]$_SDFFCE_PN1P_                         24       35.15
after CTS               IO_PB[1]  state[0]$_SDFFCE_PN1P_                         24       35.45
[where the power goes]
part | total (uW) | switching (uW) | internal, uW
registers | 993 | 108 | 885
logic | 1180 | 779 | 398
clock network | 652 | 274 | 378
[Yosys cell counts, types with 31 or more instances]
cell type,instances
a21o_1,47
a21oi_1,157
a22oi_1,36
a31oi_1,39
and2_1,395
and3_1,53
clkbuf_1,188
dfxtp_1,111
edfxtp_1,643
ha_1,140
inv_1,111
mux2_2,34
nand2_1,312
nand2b_1,31
nand3_1,126
nand4_1,83
nor2_1,465
nor2b_1,151
nor3_1,102
nor4_1,34
o21ai_0,387
xnor2_1,105
xor2_1,91
[state kept, by name, summed over array words and instances, names as in the netlist, 8 cells and up]
| register | count |
|---|---|
| sCount | 8 |
| timerCounter | 27 |
| level_state | 8 |
| x_out | 8 |
| IO_SSEG | 8 |
| bCounter | 32 |
| sCounter | 32 |
| gCounter | 32 |
| delay_time | 32 |
| i | 512 |
| counter | 32 |
[per-layer routing]
layer	track usage, %	vias up
met5	0.04342	-
met4	6.118	2
met3	12.95	238
met2	33.43	1447
met1	39.18	16200
li1	-	16180
Power figures rest on the tool's default switching activity, not on a simulated workload.
